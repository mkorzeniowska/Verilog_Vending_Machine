## design/flow/run.sh

```bash
#!/bin/bash
# OpenROAD 26Q1-2900-gdf79404cd8, Yosys 0.63+post, stock flow scripts
make -C /OpenROAD-flow-scripts/flow DESIGN_CONFIG=/design/flow/config.mk WORK_HOME=/design/flow/orfs finish
```

## design/flow/config.mk

```make
export PLATFORM = sky130hd
export DESIGN_NAME = ssd
export DESIGN_NICKNAME = ssd
export VERILOG_FILES = /design/flow/design.v
export SDC_FILE = /design/flow/constraint.sdc
export NUM_CORES = 4
export LEC_CHECK = 1
export CORE_UTILIZATION = 30
```

## design/flow/constraint.sdc

```tcl
current_design ssd

set clk_period 3.7
set clk_io_pct 0.2

create_clock -name clk0 -period $clk_period [get_ports {clk}]

set non_clock_inputs [all_inputs -no_clocks]
set_input_delay [expr $clk_period * $clk_io_pct] -clock clk0 $non_clock_inputs
set_output_delay [expr $clk_period * $clk_io_pct] -clock clk0 [all_outputs]
```

## design/flow/design.v

```verilog
`timescale 1ns / 1ps
module ssd( clk, reset, a0, a1, a2, a3, b0, b1, b2, b3, c0, c1, c2, c3, d0, d1, d2, d3, e0, e1, e2, e3, 
       f0, f1, f2, f3, g0, g1, g2, g3, a, b, c, d, e, f, g, an0, an1, an2, an3
    );
    input clk, reset;             
    input a0, a1, a2, a3, b0, b1, b2, b3, c0, c1, c2, c3, d0, d1, d2, d3, e0, e1, e2, e3,   
           f0, f1, f2, f3, g0, g1, g2, g3;
    output reg a, b, c, d, e, f, g, an0, an1, an2, an3;   
    reg [2:0] state;   
    reg [14:0] counter;   
    always @(posedge clk) begin             
            if (reset) begin               
                     state <= 0;          
                     counter <= 0;
            end else begin               
                    if (counter == 15'h61A8) begin            
                             if (state == 3'b100)             
                             state <= 1;
                             else                           
                             state <= state + 1;
                    counter <= 0;                        
                    end
                    else 
                    counter <= counter + 1;           
            end
     end
    always @(posedge clk) 
    begin
          if (reset)        
          begin
          an0 <= 1;
          an1 <= 1;
          an2 <= 1;
          an3 <= 1;
          a <= 1;
          b <= 1;
          c <= 1;
          d <= 1;
          e <= 1;
          f <= 1;
          g <= 1;
          end
          else if (state == 3'b001)    
          begin
          an0 <= 1;
          an1 <= 1;
          an2 <= 1;
          an3 <= 0;
          a <= a0;
          b <= b0;
          c <= c0;
          d <= d0;
          e <= e0;
          f <= f0;
          g <= g0;
          end
          else if (state == 3'b010)     
          begin
          an0 <= 0;
          an1 <= 1;
          an2 <= 1;
          an3 <= 1;
          a <= a1;
          b <= b1;
          c <= c1;
          d <= d1;
          e <= e1;
          f <= f1;
          g <= g1;
          end
          else if (state == 3'b011)    
          begin
          an0 <= 1;
          an1 <= 0;
          an2 <= 1;
          an3 <= 1;
          a <= a2;
          b <= b2;
          c <= c2;
          d <= d2;
          e <= e2;
          f <= f2;
          g <= g2;
          end
          else if (state == 3'b100)     
          begin
          an0 <= 1;
          an1 <= 1;
          an2 <= 0;
          an3 <= 1;
          a <= a3;
          b <= b3;
          c <= c3;
          d <= d3;
          e <= e3;
          f <= f3;
          g <= g3;
          end
          else    
          begin
          an0 <= 1;
          an1 <= 1;
          an2 <= 1;
          an3 <= 1;
          a <= 1;
          b <= 1;
          c <= 1;
          d <= 1;
          e <= 1;
          f <= 1;
          g <= 1;
          end
    end    
endmodule
```

==> flow_metrics.tcl <==
# flow metrics
set metrics [dict create \
    drive_gt1_share_pct 10.1 \
    antenna_found_initial 0 \
    synth-seq-cells 29 \
    tritoncts "built" \
    hpwl_mm 2.12 \
    diodes 0 \
    postLayoutCoreUtil_pct 43.2 \
    num_vias 1177 \
    ctsHoldBuffers 0 \
    vdd_drop_max_v 0.000126 \
    ys_seq_share_pct 42.7 \
    die_width_um 69.3 \
    antenna_left 0 \
    setup_tns_ns 0 \
    ys_cells 158 \
    warnings 29 \
    placed_area_um2 1790 \
    yosys_area_um2 1360 \
    setup_slack_ns 1.67 \
    wl_per_cell_um 11.9 \
    die_area_um2 4810 \
    slew_violations 0 \
    io_buffers 40 \
    syn_avg_cell_area_um2 8.61 \
    grt_max_degree 16 \
    syn_area_um2 1360 \
    path_clk_slew_ns 0.07 \
    pre_cts_ws_ns 1.57 \
    cts_resized 0 \
    crit_required_ns 3.87 \
    path_max_fanout 15 \
    core_area_um2 4350 \
    io_pins 41 \
    crit_type "reg -> reg" \
    viasPerCell 4.69 \
    num_rows 24 \
    clock_skew_ns 0.00725 \
    max-slew-margin-rel_pct 59.5 \
    initial_core_util_pct 31.2 \
    status "completed" \
    power.leakage_nw 0.642 \
    cts_buffers 5 \
    syn_inst 158 \
    start_kind "register" \
    tightest_slew_ns 0.606 \
    route.detailed.drc 0 \
    setup_viol 0 \
    fin_cells 251 \
    dr.pass1.iters 4 \
    clock_sinks 29 \
    die_h_um 69.3 \
    rsz0062_at_grt "false" \
    grt_pass1_vias 1123 \
    postCtsSetupBuffers 0 \
    gp_congestion 0.771 \
    finalHoldViolCount 0 \
    critPathArrivalTime_ns 2.20 \
    grt_use_total_pct 13.3 \
    fmax_mhz 493 \
    grt_pass1_wl_mm 5.18 \
    gr-total-overflow 0 \
    drt-total-wl_mm 2.98 \
    worstSkewPairLatency_ns 0.28 \
    hold_class "reg -> reg" \
    endpoint_kind "register" \
    power.density_nw_per_um2 326 \
    cts_htree_levels 2 \
    cts-root-buf "clkbuf_8" \
    synth_cell_types 30 \
    ys.warnings.count 1 \
    drtIter0Drc 60 \
    dp.cells 243 \
    max_cap_viol_count 0 \
    period_used_pct 54.9 \
    post-route-min-period_ns 2.03 \
    area_growth_pct 38.3 \
    clk_path_buf_depth 2 \
    post-route-cell-area_um2 1880 \
]
-- kinds of logic (layout without fill, tap and decap cells) --
logic type | count (synthesis) | after routing | synth area share, %
AND/OR/NAND/NOR | 72 | 72 | 26.2
flip-flops | 29 | 29 | 42.7
AND-OR/OR-AND | 21 | 21 | 11.4
buffers and inverters | 16 | 57 | 4.78
XOR/XNOR | 12 | 12 | 7.73
adder cells (fa/ha/maj) | 7 | 7 | 6.44
multiplexers | 1 | 1 | 0.736
-- power breakdown --
part	switching, mW	leakage, nW	internal [mW]
registers	0.00267	0.235	0.315
logic	0.0127	0.364	0.0308
clock network	0.123	0.0439	0.129
-- state kept, by name, summed over array words and instances, names as in the netlist --
register / cells
counter: 15
state: 3
a: 1
an0: 1
an1: 1
an2: 1
an3: 1
b: 1
c: 1
d: 1
e: 1
f: 1
g: 1
-- per-layer routing --
| metal | track usage, % | routed length (um) | vias to the layer above |
|---|---|---|---|
| met1 | 20.6 | 1500 | 522 |
| met5 | 0 | 0 | - |
| met3 | 3.39 | 167 | 4 |
| met2 | 19.4 | 1270 | 34 |
| met4 | 1.81 | 41 | 0 |
| li1 | - | - | 617 |
-- per-stage QoR --
step,hold WS [ns],power (mW)
after global placement,0.446,0.368
after global routing,0.491,0.642
after detailed placement,0.455,0.368
final,0.468,0.613
after CTS,0.470,0.622
after floorplan,0.430,0.335
-- Yosys cell counts (all sizes together) --
master / instances / area share [%]
nand4b: 1 / 0.64
o31ai: 1 / 0.55
dfxtp: 29 / 43
ha: 7 / 6.4
a31oi: 7 / 3.2
a211oi: 2 / 1.1
xnor2: 10 / 6.4
nor2: 25 / 6.9
nand2: 14 / 3.9
buf: 2 / 0.92
o221ai: 7 / 4.5
nand4: 2 / 0.92
a21oi: 3 / 1.4
nor2b: 1 / 0.46
or4bb: 1 / 0.83
a211o: 1 / 0.64
xor2: 2 / 1.3
nor4: 2 / 0.92
nand3: 5 / 1.8
mux2i: 1 / 0.74
nand3b: 1 / 0.55
nor3: 4 / 1.5
or4: 3 / 1.7
nand2b: 3 / 1.6
or2: 10 / 4.6
clkbuf: 5 / 1.4
inv: 9 / 2.5
-- worst paths after layout --
kind / from / to / slack [ns] / cells past startpoint
min reg2reg: counter[0] / counter[0] / 0.47 / 1
min: counter[0] / counter[0] / 0.47 / 1
max: counter[2] / counter[10] / 1.67 / 4
max reg2reg: counter[2] / counter[10] / 1.67 / 4
-- cells in the final DEF, fill, tap and decap left out --
master           synthesis  layout
or2_2                   10      10
clkbuf_8                 0       5
clkdlybuf4s50_1          0      40
ha_1                     7       7
xor2_1                   2       2
nor2b_1                  1       1
nand4b_1                 1       1
o221ai_1                 7       7
nor3_1                   4       4
clkinvlp_4               0       1
xnor2_1                 10      10
a21oi_1                  2       2
inv_1                    9       9
nand4_1                  2       2
a31oi_1                  7       7
nor4_1                   2       2
o31ai_1                  1       1
nand2b_1                 2       2
dfxtp_1                 29      29
nand3b_1                 1       1
nor2_1                  25      25
nand2_1                 14      14
or4_1                    3       3
a211oi_1                 2       2
a211o_1                  1       1
clkinv_2                 0       2
a21oi_2                  1       1
or4bb_1                  1       1
mux2i_1                  1       1
nand2b_2                 1       1
nand3_1                  5       5
-- cell type report --
cell class              instances  area [um^2]
clock buffers                   5         68.8
flip-flops and latches         29          581
well taps                      52         65.1
repair buffers                 40          400
multi-input cells             113          714
inverters                       9         33.8
clock inverters                 3         17.5
fillers                       428         2470
-- critical path: stages (launching register included) --
cell	delay [ns]
dfxtp_1	0.35
or4_1	0.50
or4_1	0.66
nand2b_2	0.31
nor2_1	0.09
No activity file was given, so power comes from the tool's default toggle rates.
