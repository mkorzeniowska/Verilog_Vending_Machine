<file path="design/flow/run.sh">
#!/bin/bash
# OpenROAD 26Q1-2900-gdf79404cd8, Yosys 0.63+post, stock flow scripts
make -C /OpenROAD-flow-scripts/flow DESIGN_CONFIG=/design/flow/config.mk WORK_HOME=/design/flow/orfs finish
</file>
<file path="design/flow/config.mk">
export PLATFORM = sky130hd
export DESIGN_NAME = clk_divider
export DESIGN_NICKNAME = clk_divider
export VERILOG_FILES = /design/flow/design.v
export SDC_FILE = /design/flow/constraint.sdc
export NUM_CORES = 4
export LEC_CHECK = 1
export CORE_AREA = 10 10 94 94
export DIE_AREA = 0 0 104 104
</file>
<file path="design/flow/constraint.sdc">
current_design clk_divider

set clk_period 3.2
set clk_io_pct 0.2

create_clock -name clk0 -period $clk_period [get_ports {clk_in}]

set non_clock_inputs [all_inputs -no_clocks]
set_input_delay [expr $clk_period * $clk_io_pct] -clock clk0 $non_clock_inputs
set_output_delay [expr $clk_period * $clk_io_pct] -clock clk0 [all_outputs]
</file>
<file path="design/flow/design.v">
`timescale 1ns / 1ps
module clk_divider(
    input clk_in,
    input rst,
    output reg divided_clk
    );
parameter toggle_value = 3000000;
reg [24:0] cnt;
always @(posedge clk_in or posedge rst)
begin
    if (rst ==1) begin
        cnt <= 0;
        divided_clk <= 0;
     end
     else begin
         if (cnt == toggle_value) begin
             cnt <= 0;
             divided_clk <= ~divided_clk;
         end
         else begin
             cnt <= cnt +1;
             divided_clk <= divided_clk;
         end
     end
end             
endmodule
</file>
==> impl_metrics.tcl <==
# metrics dict for downstream scripts
set metrics [dict create \
    hp-start "divided_clk" \
    required_ns 3.36 \
    yosysWarnings 1 \
    cts_resized 0 \
    grt_max_degree 27 \
    whs_endpoint "divided_clk" \
    lay_top_count "dfrtp_1" \
    hold_depth 1 \
    clock.latency.late_pin_ns 0.26 \
    die_w_um 104 \
    wl_mm 2.15 \
    syn_area_mm2 0.00131 \
    slew_headroom_pct 48.0 \
    cts_root_buf "clkbuf_8" \
    mostFrequentLayoutCells "dfrtp_1 (26), xnor2_1 (19), nor2_1 (14)" \
    grt_use_total_pct 4.03 \
    ys_area_mm2 0.00131 \
    power_density_mw_per_mm2 362 \
    cts_num_sinks 26 \
    wl_per_cell_um 9.81 \
    timing.rr.start "cnt[0]" \
    hp-class "register to register" \
    initial_utilization_pct 19.2 \
    maxCapViolCount 0 \
    fmax_mhz 440 \
    drtAntennaViolNets 0 \
    cts_inserted_buffers 3 \
    via_count 842 \
    grt_pass1_vias 859 \
    clockBufferDepth 2 \
    netlist-cell-type-count 26 \
    critical_path_arrival_ns 2.43 \
    hold_viol 0 \
    status "finished clean" \
    r2r_end "cnt[1]" \
    numSynthFlops 26 \
    fin_skew_ns 0.00170 \
    diodes 0 \
    core_mm2 0.00683 \
    setup_viol 0 \
    hpwlAfterDp_mm 1.52 \
    cp-end-kind "register" \
    crit_fanout 14 \
    fp-row-count 30 \
    logic_area_um2 629 \
    top_area_cell "dfrtp_1" \
    cts_hold_buf 0 \
    worstSetupStartpointType "register" \
    dpl_cell_area_mm2 0.00145 \
    p_leak_nw 0.629 \
    fin_area_mm2 0.00150 \
    fillCellCount 733 \
    cts_tree "yes" \
    fin_crit_ns 2.27 \
    io_buffer_count 2 \
    yosys_cells 117 \
    syn_avg_cell_area_um2 11.2 \
    drt_iter0_markers 44 \
    reg2regPathDepth 5 \
    critPathKind "register to register" \
    finalMaxSlewViolations 0 \
    area_delta_synth_final_pct 14.6 \
    synthDominantCellAreaShare_pct 49.7 \
    antenna_found_initial 0 \
    area_leaders "dfrtp_1 (50%), xnor2_1 (13%), nor4_4 (4.9%), nor2_1 (4.0%), nand3_1 (3.4%)" \
    fp.dieH_um 104 \
    place_congestion 0.783 \
    ir_drop_uv 89.7 \
    via_per_inst 3.84 \
    rsz0062_at_grt "false" \
    cts_setup_buffers 0 \
    rrSetupSlack_ns 0.93 \
    grt_overflow_total 0 \
    ys_seq_share_pct 49.7 \
    first_pass_iters 4 \
    drive_above_1_share_pct 11.4 \
    clkTransAtPathRegs_ns 0.09 \
    tool_warnings 26 \
    die_area_mm2 0.0108 \
    tightest_slew_ns 0.774 \
    grt_pass1_wl_mm 3.97 \
    cts_max_level 1 \
    syn_inst 117 \
    total_power_uw 544 \
    finalCritPeriodShare_pct 71.0 \
    seq_area_um2 651 \
    pin_count 3 \
    drc 0 \
    tns_ns 0 \
]
==> metrics by stage <==
step           utilization (%)  hold WS (ns)  worst slack [ns]  std cells
3_5_place_dp              21.2         0.466             0.944        215
2_1_floorplan                -         0.420              1.37        117
4_1_cts                   22.0         0.478             0.904        219
5_1_grt                   22.0         0.492             0.806        219
6_report                  22.0         0.470             0.928        219
3_3_place_gp              21.2         0.463             0.969        215
==> worst max-delay path, cell delays in order (launching register included) <==
cell and delay, ns:
dfrtp_1 0.46, inv_1 0.09, ha_1 0.14, or4b_4 0.46
nor4_4 0.71, and2b_2 0.30
==> flip-flops by register name, summed over array words and instances (netlist names) <==
register     count
cnt             25
divided_clk      1
==> cell families (layout without fill, tap and decap cells) <==
| logic type | Yosys count | count (layout) | share of synthesized area (%) |
|---|---|---|---|
| AOI/OAI and AO/OA | 6 | 6 | 3.53 |
| xor gates and xnor gates | 21 | 21 | 14.0 |
| adders and majority gates | 2 | 2 | 1.91 |
| buffers and inverters | 6 | 12 | 2.29 |
| DFF | 26 | 26 | 49.7 |
| and+or+nand+nor | 56 | 56 | 28.6 |
==> layout make-up <==
type / count / share of cell area [%]
flip-flops and latches: 26 / 43.3
repair buffers: 3 / 1.83
inverters: 5 / 1.25
multi-input cells: 85 / 41.9
clock buffers: 4 / 3.67
well taps: 96 / 8.00
==> worst max path at each step <==
stage	startpoint	to	depth (start not counted)
6_report	cnt[0]	cnt[1]	5
5_1_grt	cnt[0]	cnt[1]	5
4_1_cts	cnt[0]	cnt[1]	5
==> where the power goes <==
group | leakage (nW) | internal (mW) | switching (mW) | total, mW
clock network | 0.0288 | 0.110 | 0.0975 | 0.207
logic | 0.246 | 0.00196 | 0.00628 | 0.00824
registers | 0.354 | 0.328 | 0 | 0.328
total | 0.629 | 0.440 | 0.104 | 0.544
==> cell usage after synthesis, drive strengths merged <==
cell,number
nand3,9
nand4,7
a211oi,2
nor4bb,1
nor4,5
nand2,7
and4,2
a31oi,1
ha,2
a2111oi,1
inv,5
xor2,2
nor4b,2
dfrtp,26
nor2,14
or4b,1
a21oi,2
buf,1
and2b,1
and3,4
xnor2,19
nor3,3
==> routing by layer <==
layer,GRT usage (%),vias up,part of all wire (%)
met1,5.80,407,51
li1,-,428,-
met2,6.58,5,46
met3,0.188,2,1.4
met5,0,-,0
met4,0.795,0,1.7
Power figures rest on the tool's default switching activity, not on a simulated workload.
